### flow/design.v
`timescale 1ns / 1ps
module clockDiv(
    input clk,
    output reg clk_out
    );
    reg[30:0] counter = 31'd0;
    parameter div = 31'd125000000;
    always @(posedge clk)
    begin
    counter <= counter + 31'd1;
    if (counter >= (div - 1))
    counter <= 31'd0;
    clk_out <= (counter<div/2)?1'b1:1'b0;
    end
endmodule
### flow/run.sh
#!/bin/bash
# OpenROAD 26Q1-2900-gdf79404cd8, Yosys 0.63+post, stock flow scripts
make -C /OpenROAD-flow-scripts/flow DESIGN_CONFIG=/design/flow/config.mk WORK_HOME=/design/flow/orfs finish
### flow/config.mk
export PLATFORM = sky130hd
export DESIGN_NAME = clockDiv
export DESIGN_NICKNAME = clockDiv
export VERILOG_FILES = /design/flow/design.v
export SDC_FILE = /design/flow/constraint.sdc
export NUM_CORES = 4
export LEC_CHECK = 1
export CORE_AREA = 10 10 96 96
export DIE_AREA = 0 0 106 106
### flow/constraint.sdc
current_design clockDiv

set clk_period 3.9
set clk_io_pct 0.2

create_clock -name clk0 -period $clk_period [get_ports {clk}]

set non_clock_inputs [all_inputs -no_clocks]
set_input_delay [expr $clk_period * $clk_io_pct] -clock clk0 $non_clock_inputs
set_output_delay [expr $clk_period * $clk_io_pct] -clock clk0 [all_outputs]
==> impl_metrics.yaml <==
# physical design summary
flow_run:
  drv_cap: 0
  tool_warnings: 25
logic_synthesis:
  synthArstFlopShare: 0
  synth_seq_share: 0.403
  edf_count: 0
  top_area_cell: "dfxtp_1"
  synth_flop_count: 32
  yosysMostFrequentCell: "dfxtp_1"
  synth.distinct_cells: 35
  synthTopCellsByCount: "32 x dfxtp_1, 16 x nor3_1, 13 x nand2_1"
  yosys-top-cells-area: "dfxtp_1 40%, nor3_1 5.0%, xor2_1 3.9%"
  syn_avg_cell_area_sq_um: 8.84
  yosys_area_sq_um: 1590
  syn-cell-area_sq_um: 1590
  syn-instance-count: 180
  yosys_cells: 180
  ys.warnings.count: 1
  ys_dominant_reg_cell: "dfxtp_1"
  top_cell_area_share: 0.403
routing:
  first_iter_violations: 74
  routed.top_layer: "met3"
  wl_met2_mm: 1.39
  wl_per_cell_um: 11.6
  met3WireLength_um: 102
  n_antenna_cell: 0
  detail-route-antenna-nets: 0
  drc: 0
  vias: 1335
  wl_met1_mm: 1.77
  firstDrtPassIters: 4
  via_per_inst: 4.75
  wirelength_mm: 3.27
global_routing:
  gr-usage-all-layers: 0.0596
  grt_pass1_vias: 1264
  overflow: 0
  antenna_found_initial: 0
  grt_max_degree: 25
  grt_first_pass_wirelength_mm: 5.83
setup_path:
  r2r_start: "counter[20]$_SDFF_PP0_"
  critPathMaxFanout: 15
  ff2ff_path_depth: 5
  setup.worst_path.end: "counter[16]$_SDFF_PP0_"
  arrival_ns: 2.52
  critPathKind: "flip-flop to flip-flop"
  required_ns: 4.02
  cp-start-kind: "flip-flop"
  reg2reg_to: "counter[16]$_SDFF_PP0_"
  r2r_slack_ns: 1.50
  crit_path_start: "counter[20]$_SDFF_PP0_"
  end_kind: "flip-flop"
floorplanning:
  core.rowCount: 31
  fp_util: 0.221
  core_area_sq_um: 7210
  pin_count: 2
  chipArea_sq_um: 11200
  die_w_um: 106
  die_h_um: 106
cts:
  tritoncts: "done"
  cts_buffers: 5
  cts.path.max_buffers: 2
  cts_resized: 0
  htreeDepth: 2
  clock_sinks: 32
  clockRootBuffer: "clkbuf_8"
  cts.hold.buffers_added: 0
  clk_latency_ns: 0.28
  cts_setup_buffers: 0
  clkTransAtPathRegs_ns: 0.06
placement:
  placed_cells_incl_taps: 273
  io_buffers: 1
  dp_hpwl_mm: 2.25
  dpl_cell_area_sq_um: 1700
  gp_congestion: 0.830
final_timing:
  rsz0062_at_grt: "false"
  clock_skew_ns: 0.00566
  finalHoldViolations: 0
  layout_min_cycle_time_ns: 2.40
  drv_slew: 0
  setup_viol: 0
  maxSlewHeadroom: 0.337
  period_used_share: 0.616
  hold_ws_ns: 0.517
  fin_tns_setup_ns: 0
  tightest_slew_ns: 0.982
  fmax_mhz: 416
finish:
  postLayoutCellArea_sq_um: 1790
  fin_cells: 281
  drive_gt1_frac: 0.110
  area_growth_syn_to_layout_pct: 12.4
power_and_ir_drop:
  pwr-share-seq: 0.559
  internal_power_mw: 0.472
  comb_power_share: 0.008
  irDropWorstVdd_mv: 0.135
  power.share.clock: 0.432
  switching_share: 0.202
  power.density_nw_per_um2: 330
  p_sw_mw: 0.119
  leakagePower_nw: 0.477
worst_hold_path:
  hold_path.class: "flip-flop to flip-flop"
outcome:
  status: "finished clean"
-- logic make-up after synthesis --
group	after synthesis	synth area share
adder cells (fa/ha/maj)	1	0.00786
buffers and inverters	14	0.0369
flip-flops	32	0.403
AND-OR/OR-AND	39	0.182
XOR/XNOR	12	0.0660
AND/OR/NAND/NOR	81	0.302
other	1	0.00236
-- worst max-delay path, stage by stage (launching register included) --
cell      delay (ns)
dfxtp_1         0.45
nand3_1         0.18
o311ai_0        0.88
a21o_1          0.37
buf_4           0.30
a211oi_1        0.08
-- registers in the layout, indices dropped and copies added (netlist names) --
signal	flops
counter	31
clk_out	1
-- power groups by stage --
stage	registers (mW)	clock network [mW]	logic, mW
finish	0.331	0.256	0.00491
global route	0.331	0.281	0.00561
CTS	0.331	0.267	0.00507
-- cell usage in the layout, fill, tap and decap left out, types with 3 or more instances in the layout --
cell type  count
a211oi_1       8
a211oi_2       4
a21oi_1        5
and4_1         3
clkbuf_8       6
conb_1         4
dfxtp_1       32
inv_1          3
nand2_1       13
nand3_1       11
nand4_1        9
nor3_1        16
nor4_1         4
o21ai_0        8
o31ai_1        6
or3_1          6
or4_1          7
or4_4          3
xnor2_1        5
xor2_1         7
-- layer usage --
metal,vias to the layer above,global-route usage
met5,-,0
met4,0,0.00580
met3,0,0.0147
li1,689,-
met1,634,0.0888
met2,12,0.0883
-- worst min path at each step --
stage	from	to	slack, ns	cells past startpoint
after global routing	counter[26]$_SDFF_PP0_	clk_out$_DFF_P_	0.55	1
final	counter[26]$_SDFF_PP0_	clk_out$_DFF_P_	0.52	1
after CTS	counter[26]$_SDFF_PP0_	clk_out$_DFF_P_	0.52	1
-- stage by stage --
step	power, mW	utilization	setup WS, ns
6_report	0.591	0.248	1.50
5_1_grt	0.617	0.248	1.35
2_1_floorplan	0.341	-	1.93
3_3_place_gp	0.343	0.235	1.51
3_5_place_dp	0.343	0.235	1.53
4_1_cts	0.603	0.248	1.50
-- cell type report --
| type | instances | area [sq um] |
|---|---|---|
| clock buffers | 6 | 82.6 |
| well taps | 99 | 124 |
| fillers | 807 | 5430 |
| inverters | 3 | 11.3 |
| clock inverters | 2 | 10.0 |
| repair buffers | 2 | 17.5 |
| multi-input cells | 137 | 903 |
| flip-flops and latches | 32 | 641 |
Power is estimated from default activity; no workload was simulated.
