<file path="./design.v">
module traffic_control(A_lights,B_lights,clk,rst_a,num_out,sw);
   input [1:0] sw;
   output reg [3:0] num_out;
   output reg [2:0] A_lights,B_lights; 
   input      clk;
   input      rst_a;
   reg [2:0] state;
   reg check0=0,check1=0,check2 = 0;
   parameter [1:0] One=2'b00;
   parameter [1:0] Two=2'b01;
   parameter [1:0] Three=2'b10;
   parameter [1:0] Four=2'b11;
   reg [2:0] count;
   always @(posedge clk, posedge rst_a)  
     begin
     check0 = 0;
     check1 = 0;
     check2 = 0;
        if (rst_a)
            begin
                state=One;
                count =3'b000;
                num_out = 4'd7;
            end
        else if (!rst_a && sw == 2'b00)
            begin
                case (state)
                One :
                    begin
                        if (count==3'b111)
                            begin
                            count=3'b000;
                            num_out = 4'd3;
                            state=Two;
                            end
                        else
                            begin
                            count=count+3'b001;
                            num_out = num_out - 4'd1;
                            state=One;
                            end
                    end
                Two :
                    begin
                        if (count==3'b011)
                            begin
                            count=3'b000;
                            num_out = 4'd11;
                            state=Three;
                            end
                        else
                            begin
                            count=count+3'b001;
                            num_out = num_out - 4'd1;
                            state=Two;
                        end
                    end
               Three :
                    begin
                        if (count==3'b111)
                            begin
                            count=3'b0;
                            num_out = 4'd3;
                            state=Four;
                            end
                        else
                            begin
                            count=count+3'b001;
                            num_out = num_out - 1'd1;
                            state=Three;
                        end
                    end
            Four :
                begin
                    if (count==3'b011)
                        begin
                        count=3'b0;
                        num_out = 4'd7;
                        state=One;
                        end
                    else
                        begin
                        count=count+3'b001;
                        num_out = num_out - 1;
                        state=Four;
                        end
                    end
            endcase
        end
        else if (!rst_a && sw == 2'b01)
        begin
        check0 = 1;
        state=Four;
        count =3'b011;
        num_out = 4'd0;
        end
        else if (!rst_a && sw == 2'b10)
        begin
        check1 = 1;
        state=Four;
        count =3'b011;
        num_out = 4'd0;
        end
        else if (!rst_a && sw == 2'b11)
        begin
        check2 = 1;
        state=Two;
        count =3'b011;
        num_out = 4'd0;
        end
    end 
always @(state)
     begin
         case (state)
            One :
                begin
                    A_lights = 3'b001;
                    B_lights = 3'b100;
                end
            Two :
                begin
                    if (check2 == 1)
                        begin
                        A_lights = 3'b001;
                        B_lights = 3'b100;
                        end
                    else
                        begin    
                    A_lights = 3'b101;
                    B_lights = 3'b100;
                        end
                end
            Three :
                begin
                    A_lights = 3'b100;
                    B_lights = 3'b001;
                end
            Four :
                begin
                if (check0 == 1)
                    begin
                    A_lights = 3'b101;
                    B_lights = 3'b101;
                    end
                else if (check1 == 1)
                    begin
                    A_lights = 3'b100;
                    B_lights = 3'b001;
                    end
                else
                    begin
                    A_lights = 3'b100;
                    B_lights = 3'b101;
                    end
                end
            endcase
     end
endmodule
</file>
<file path="./constraint.sdc">
current_design traffic_control

set clk_period 2.5
set clk_io_pct 0.2

create_clock -name clk0 -period $clk_period [get_ports {clk}]

set non_clock_inputs [all_inputs -no_clocks]
set_input_delay [expr $clk_period * $clk_io_pct] -clock clk0 $non_clock_inputs
set_output_delay [expr $clk_period * $clk_io_pct] -clock clk0 [all_outputs]
</file>
<file path="./run.sh">
#!/bin/bash
# OpenROAD 26Q1-2900-gdf79404cd8, Yosys 0.63+post, stock flow scripts
make -C /OpenROAD-flow-scripts/flow DESIGN_CONFIG=/design/flow/config.mk WORK_HOME=/design/flow/orfs finish
</file>
<file path="./config.mk">
export PLATFORM = sky130hd
export DESIGN_NAME = traffic_control
export DESIGN_NICKNAME = traffic_control
export VERILOG_FILES = /design/flow/design.v
export SDC_FILE = /design/flow/constraint.sdc
export NUM_CORES = 4
export LEC_CHECK = 1
export CORE_AREA = 10 10 82 82
export DIE_AREA = 0 0 92 92
</file>
==> flow.log <==
[report] implementation figures
[metrics] capture point of the worst reg-to-reg path: num_out[3]$_DFFE_PP0P_
[metrics] die area: 8460 µm²
[metrics] total non-filler cell area in the finished layout: 1220 µm²
[metrics] vias: 760
[metrics] clock latency reported for the late side of the worst-skew pair: 250 ps
[metrics] dpl ws: 493 ps
[metrics] number of storage elements in the synthesis netlist: 18
[metrics] detailed-placement wirelength estimate: 1.48 mm
[metrics] clock-pin transition on the worst setup and hold timing paths: 60 ps
[metrics] outcome: finished clean
[metrics] fraction of final layout cells with drive strength greater than 1: 17.1%
[metrics] mean post-synth cell area: 9.84 µm²
[metrics] worst-case clock buffer depth: 2
[metrics] cell count after synthesis: 103
[metrics] port buffer count: 11
[metrics] Placed Area: 1160 µm²
[metrics] switching power summed over all nets: 212 µW
[metrics] unrepaired setup endpoints after global routing: false
[metrics] Fillers: 573
[metrics] CTS root buffer: sky130_fd_sc_hd__clkbuf_8
[metrics] critical-path cell list: clkdlybuf4s50_1
[metrics] total internal power: 505 µW
[metrics] number of detailed-routing iterations run before antenna repair: 4
[metrics] clock skew: 2.84 ps
[metrics] Max VDD drop: 392 µV
[metrics] final estimated routing congestion in global placement: 0.846
[metrics] number of stages on the worst hold path: 1
[metrics] amount of wire on met3 after detailed routing: 56 µm
[metrics] leak pwr: 0.000498 µW
[metrics] CP Data Arrival Time: 1300 ps
[metrics] Max Clk Rate: 0.554 GHz
[metrics] classification of the worst setup path: reg2out
[metrics] aggregate global routing overflow: 0
[metrics] number of enable-type register cells in the synthesized netlist: 0
[metrics] die outline height: 92 µm
[metrics] count of pins on the block boundary: 14
[metrics] number of clock buffers inserted by TritonCTS: 3
[metrics] combined global-route utilization of all metal layers: 4.96%
[metrics] startpoint class of the critical path: flip-flop
[metrics] Largest delay share family, worst path: flip-flops
[metrics] placement row count: 26
[metrics] total wirelength of the detailed-routed design: 2.06 mm
[metrics] Post-CTS Hold Buffers: 0
[metrics] most used logic cell in the final layout: sky130_fd_sc_hd__clkdlybuf4s50_1
[metrics] final setup slack of the worst path: 696 ps
[metrics] DRC violation count after routing: 0
[metrics] clock power share: 31.0%
[metrics] TritonCTS clock tree: built
[metrics] CP Max Fanout: 5
[metrics] number of library cell types mapped by synthesis: 47
[metrics] detail-routed via count per cell: 4.20
[metrics] total tool warning count: 27
[metrics] start of the worst register-to-register path: count[0]$_DFFE_PP0P_
[metrics] pin count of the biggest net entering global routing: 16
[metrics] Critical Path Sink Type: primary output
[metrics] leading register cell type out of synthesis: sky130_fd_sc_hd__dfrtp_1
[metrics] register pins left without a clock: 4
[metrics] Min-Delay Path Class: reg2reg
[metrics] antenna-violating nets left: 0
[metrics] CTS H-tree depth: 1
[metrics] cell type with the largest total area: sky130_fd_sc_hd__dfrtp_1
[metrics] Critical-path top delay cell: sky130_fd_sc_hd__dfstp_2
[metrics] Ant. Diodes: 0
[metrics] source of the worst hold timing path: count[1]$_DFFE_PP0P_
[metrics] initial DRC count: 22
[metrics] fraction of power consumed by combinational cells: 26.0%
[metrics] DR top layer: met4
[metrics] slew margin rel.: 66.6%
[metrics] chip area from the yosys synthesis statistics: 1010 µm²
[metrics] cts repair resizes: 0
[metrics] number of cells traversed by the worst register-to-register path: 5
[metrics] floorplan core density: 20.0%
[metrics] vias in the first global route: 770
[metrics] buffer and inverter count on the worst path: 1
[metrics] setup slack of the most critical reg-to-reg path: 840 ps
[metrics] antenna violations before repair: 0
[metrics] endpoint of the worst hold-timing path: count[1]$_DFFE_PP0P_
[metrics] wire length on met2: 897 µm
[metrics] horizontal die dimension: 92 µm
[metrics] Netlist Area Pre-Place: 1010 µm²
[metrics] start point of the critical path: num_out[2]$_DFFE_PP1P_
[metrics] share of the clock period used by the worst path: 72.1%
[metrics] share of flip-flops with an asynchronous set or reset: 77.8%
[metrics] endpoints left unconstrained: 8
[metrics] most frequently placed logic cells in the final layout: 11 x sky130_fd_sc_hd__clkdlybuf4s50_1, 10 x sky130_fd_sc_hd__inv_1, 10 x sky130_fd_sc_hd__dfrtp_1
[metrics] final tally of hold violations: 0
[metrics] routed length per instance: 11.4 µm
[metrics] Final setup violation count: 0
[metrics] power per cell area: 588 nW/µm²
[metrics] Floorplan Core Area: 5070 µm²
[metrics] wire length of the first global-routing pass: 3.56 mm
[metrics] Syn. warnings: 1
[metrics] main area contributors: sky130_fd_sc_hd__dfrtp_1 25%, sky130_fd_sc_hd__dfstp_2 10%, sky130_fd_sc_hd__ha_1 6.2%
[metrics] Setup Buffers After CTS: 0
[metrics] count of final max-slew check failures: 0
[metrics] minimum clock period after layout: 1800 ps
[metrics] switching part of the total: 29.5%
[metrics] max cap viols: 0
[metrics] number of cells in Yosys stat: 103
[metrics] Slowest Stage Delay on Critical Path: 580 ps
[metrics] Worst Max-Slew Pin Slew: 501 ps
[metrics] routed length on met1: 1.10 mm
[metrics] area share of the largest cell type after synthesis: 24.7%
[metrics] Worst Path Required: 2000 ps
[metrics] final setup TNS: 0 ps
[metrics] proportion of power drawn by flip-flops and latches: 42.9%
[metrics] synthesis-to-finish area growth: 20.4%
==> per-stage QoR <==
step / hold slack (ps) / cells / total power (µW) / util (%)
final: 493 / 181 / 717 / 24.0
after global routing: 535 / 181 / 766 / 24.0
after CTS: 496 / 181 / 724 / 24.0
after detailed placement: 482 / 177 / 497 / 23.0
after global placement: 479 / 177 / 497 / 23.0
after floorplan: 464 / 104 / 438 / -
==> power by group through the flow <==
stage | Combinational, µW | Sequential [µW] | Clock [µW]
CTS | 189 | 308 | 228
global route | 210 | 314 | 242
finish | 187 | 308 | 223
==> flip-flops by register name, indices dropped and copies added (netlist names) <==
signal / cells
check2: 1
B_lights: 2
num_out: 4
check0: 1
A_lights: 2
count: 3
state: 4
check1: 1
==> logic make-up (layout without fill, tap and decap cells) <==
kind of cell | Yosys count | after routing | synth area share, %
AOI/OAI and AO/OA | 32 | 32 | 23.3
xor gates and xnor gates | 1 | 1 | 0.864
adders and majority gates | 5 | 5 | 6.17
buffers and inverters | 20 | 27 | 10.1
DFF | 14 | 14 | 35.1
latches | 4 | 4 | 5.93
muxes | 1 | 1 | 0.988
other | 1 | 2 | 0.370
and+or+nand+nor | 25 | 25 | 17.2
==> layer usage <==
layer / up-vias / track usage [%]
met1: 371 / 6.54
met4: 0 / 0.386
met2: 10 / 8.29
met5: - / 0
li1: 377 / -
met3: 2 / 1.32
==> worst max path at each step <==
stage             to  cells past startpoint
4_1_cts   num_out[2]                      1
5_1_grt   num_out[2]                      1
6_report  num_out[2]                      1
==> area by class of cell <==
type	instances	area [µm²]	share of cell area (%)
multi-input cells	66	499	40.9
flip-flops and latches	18	415	34.1
repair buffers	13	125	10.3
well taps	70	87.6	7.18
clock buffers	4	55.1	4.51
inverters	10	37.5	3.08
==> cell usage after synthesis (2+ instances only) <==
cell,number
sky130_fd_sc_hd__nand2_1,2
sky130_fd_sc_hd__dlxtn_1,4
sky130_fd_sc_hd__ha_1,5
sky130_fd_sc_hd__buf_6,2
sky130_fd_sc_hd__nor3_1,5
sky130_fd_sc_hd__dfstp_2,4
sky130_fd_sc_hd__inv_1,10
sky130_fd_sc_hd__buf_4,2
sky130_fd_sc_hd__o22a_1,2
sky130_fd_sc_hd__and2_1,2
sky130_fd_sc_hd__a21oi_1,4
sky130_fd_sc_hd__dfrtp_1,10
sky130_fd_sc_hd__nor3b_1,2
sky130_fd_sc_hd__nor2b_1,3
sky130_fd_sc_hd__clkbuf_1,2
sky130_fd_sc_hd__o21bai_1,2
sky130_fd_sc_hd__o21ba_2,2
sky130_fd_sc_hd__nor4_1,2
sky130_fd_sc_hd__buf_2,4
sky130_fd_sc_hd__o21ai_0,7
Power and IR drop assume default switching activity.
